--- config.mk ---
export PLATFORM = sky130hd
export DESIGN_NAME = traffic_light
export DESIGN_NICKNAME = traffic_light
export VERILOG_FILES = /design/flow/design.v
export SDC_FILE = /design/flow/constraint.sdc
export NUM_CORES = 4
export LEC_CHECK = 1
export CORE_AREA = 10 10 88 88
export DIE_AREA = 0 0 98 98
--- constraint.sdc ---
current_design traffic_light

set clk_period 4.0
set clk_io_pct 0.2

create_clock -name clk0 -period $clk_period [get_ports {clk}]

set non_clock_inputs [all_inputs -no_clocks]
set_input_delay [expr $clk_period * $clk_io_pct] -clock clk0 $non_clock_inputs
set_output_delay [expr $clk_period * $clk_io_pct] -clock clk0 [all_outputs]
--- design.v ---
module counter(clk, rst, pass, recount, count);
  input clk, rst, recount, pass;
  output [10:0] count;
  reg [10:0] count;
  always@ (posedge clk )
  begin
    if (rst)
      count = 1;
    else
      if (pass == 1 && recount == 1)
        count = 1;
      else
        count = (recount == 1)? 11'd1: count + 1;
  end
endmodule
module traffic_control (clk, rst, pass, count, R, G, Y, recount);
  input clk, rst, pass;
  input [10:0] count;
  output R, G, Y, recount;
  reg [2:0] state;
  reg R, G, Y, recount;
  parameter SG_light = 3'b000, None_light1 = 3'b001, G_light1 = 3'b010, None_light2 = 3'b011, G_light2 = 3'b100, Y_light = 3'b101, R_light = 3'b110;
always@( posedge clk )
begin
  if (rst)
   begin
     recount = 1;
     state = SG_light;
     R = 1'b0;
     G = 1'b1;
     Y = 1'b0;
   end
  else
    begin
     if(pass == 1)
       begin
         if (state != SG_light)
           begin
             recount = 1;
             state = SG_light;
             R = 1'b0;
             G = 1'b1;
             Y = 1'b0;
           end
         else
           begin
             recount = 0;
           end
       end
     else
       begin
     case(state)
       SG_light: begin
         if ( count == 1023)
           begin
             recount = 1;
             state = None_light1;
             R = 1'b0;
             G = 1'b0;
             Y = 1'b0;
           end
         else  begin
             recount = 0;
             R = 1'b0;
             G = 1'b1;
             Y = 1'b0;
           end
         end
       None_light1: begin
         if (count == 127)
           begin
             recount = 1;
             state = G_light1;
             R = 1'b0;
             G = 1'b1;
             Y = 1'b0;
           end
         else  begin
             recount = 0;
             R = 1'b0;
             G = 1'b0;
             Y = 1'b0;
           end
         end
       G_light1: begin
         if (count == 127)
           begin
             recount = 1;
             state = None_light2;
             R = 1'b0;
             G = 1'b0;
             Y = 1'b0;
           end
         else  begin
             recount = 0;
             R = 1'b0;
             G = 1'b1;
             Y = 1'b0;
           end
         end
       None_light2: begin
         if (count == 127)
           begin
             recount = 1;
             state = G_light2;
             R = 1'b0;
             G = 1'b1;
             Y = 1'b0;
           end
         else  begin
             recount = 0;
             R = 1'b0;
             G = 1'b0;
             Y = 1'b0;
           end
         end
       G_light2: begin
         if (count == 127)
           begin
             recount = 1;
             state = Y_light;
             R = 1'b0;
             G = 1'b0;
             Y = 1'b1;
           end
         else  begin
             recount = 0;
             R = 1'b0;
             G = 1'b1;
             Y = 1'b0;
           end
         end
       Y_light: begin
         if ( count == 511)
           begin
             recount = 1;
             state = R_light;
             R = 1'b1;
             G = 1'b0;
             Y = 1'b0;
           end
         else  begin
             recount = 0;
             R = 1'b0;
             G = 1'b0;
             Y = 1'b1;
           end
         end
       R_light: begin
         if (count == 1023)
           begin
             recount = 1;
             state = SG_light;
             R = 1'b0;
             G = 1'b1;
             Y = 1'b0;
           end
         else  begin
             recount = 0;
             R = 1'b1;
             G = 1'b0;
             Y = 1'b0;
           end
         end
       default: begin
             recount = 0;
             state = SG_light;
             R = 1'b0;
             G = 1'b0;
             Y = 1'b0;
           end
         endcase
       end
     end
     end
endmodule
module traffic_light (
    input  clk,
    input  rst,
    input  pass,
    output R,
    output G,
    output Y
);
wire recount;
wire [10:0] count;
counter a1(.clk(clk), .rst(rst), .pass(pass), .recount(recount), .count(count));
traffic_control a2(.clk(clk), .rst(rst), .pass(pass), .count(count), .R(R), .G(G), .Y(Y), .recount(recount));
endmodule
--- run.sh ---
#!/bin/bash
# OpenROAD 26Q1-2900-gdf79404cd8, Yosys 0.63+post, stock flow scripts
make -C /OpenROAD-flow-scripts/flow DESIGN_CONFIG=/design/flow/config.mk WORK_HOME=/design/flow/orfs finish
==> Slide: Implementation Results <==
Implementation Results

Place
  • Port bufs: 5
  • DP Cell Count: 202
  • Final GP Congestion: 0.918
  • Placement Setup Slack: 1.72 ns
  • Dpl hpwl: 1630 microns

GRT
  • Initial antenna violation count: 0
  • Vias in the first global route: 823
  • Pin count of the biggest net entering global routing: 14
  • Total track usage: 4.38%
  • Global-route wire length before repair: 3810 microns
  • Total grt overflow: 0

Clock network
  • CTS tree: yes
  • Post-CTS setup buffer count: 0
  • Clock Latency Late Sink: 0.26 ns
  • Post_cts resized: 0
  • H-tree Lvls: 1
  • Maximum clock path buffer count: 2
  • Clock transition at path regs: 0.07 ns
  • CTS Sinks: 18
  • Root Buffer: clkbuf_8
  • CTS Hold Bufs: 0
  • CTS Buf Count: 3

Worst setup path
  • Slowest cell on the critical path: clkdlybuf4s50_1
  • Top delay family on crit path: buffers and inverters
  • RR Startpoint: a1.count[0]$_SDFF_PP1_
  • Startpoint types: input pin
  • CP Cell Sequence: clkdlybuf4s50_1 -> nor2_1 -> nand3_1 -> o22a_1 -> o41ai_2
  • FF-to-FF End: a2.G$_SDFFE_PP1P_
  • Crit end category: register
  • Crit path buf inv count: 1
  • Crit path kind: input pin to register
  • Arrival time worst endpoint: 2.17 ns
  • CP Data Required Time: 4.17 ns
  • Crit-path max FO: 10
  • CP peak stage delay: 0.58 ns
  • Reg2Reg Setup Slack: 2.21 ns
  • Critical path launch point: pass
  • R2r worst-path depth: 5
  • CP endpoint: a2.state[1]$_SDFFE_PP0P_
  • CP Depth: 5

Logic synthesis
  • Syn. warnings: 2
  • Comb area leader: simple AND/OR/NAND/NOR gates
  • Post-synthesis compound-gate area fraction: 17.6%
  • Gate Count Post-Synth: 130
  • Cell Area, Synth: 1100 sq um
  • Main flop type: dfxtp_1
  • Ys cells: 130
  • Number of enable flip-flop cells: 0
  • Seq cells post-synth: 18
  • Adder Share, Synth: 1.13%
  • YS chip area: 1100 sq um
  • Post-synth ARST share: 0%
  • Simple share: 33.1%
  • Yosys cell types: 44
  • Synth Area per Inst: 8.50 sq um
  • Mux share: 0%
  • Register share after synthesis: 32.6%
  • XOR Share, Synth: 7.13%

Final timing
  • Hold Vio Cnt, Final: 0
  • F_max: 500 MHz
  • Final Max Tran Viols: 0
  • RSZ-0062 raised after global routing: no
  • Relative slew slack: 64.2%
  • Cycle use final: 50.0%
  • Setup TNS: 0 ns
  • Fin crit period: 2.00 ns
  • Setup Viol. Count Final: 0
  • Slew @ Worst Pin: 0.533 ns
  • Min Hold Slack: 0.424 ns
  • Final worst slack: 2.00 ns
  • Clk_skew: 0.00386 ns

Pwr
  • Pwr/cell area: 282 nW/um^2
  • P_leak: 0.000371 uW
  • Max VDD drop: 0.000185 V

Finish
  • Number of fill cells: 642
  • Share of post-route cells with drive strength above 1: 13.7%
  • P&R area growth vs syn: 11.6%
  • Final non-filler cell total: 206

Routing
  • WL/cell: 10.7 microns
  • Drt total wl: 2200 microns
  • Drt first pass iters: 4
  • Inserted Diodes: 0
  • Residual DRC: 0
  • Via density: 4.44
  • Initial DRC Count: 16
  • Final ANT Viol Nets: 0
  • Vias: 914

Hold path
  • Hold Path Class: register to register

Floorplanning
  • Die area: 9600 sq um
  • Ports: 6
  • Fp_density: 18.7%
  • Die width: 98 microns
  • Core Region: 5920 sq um
  • Die height: 98 microns
  • # rows: 28

Run
  • Stage-log warning count: 25
  • Max Cap Viol: 0

Status
  • Status: finished clean
## flip-flops by register name, summed over array words and instances (netlist names)
| register | cells |
|---|---|
| a2.G | 1 |
| a2.recount | 1 |
| a2.state | 3 |
| a2.R | 1 |
| a2.Y | 1 |
| a1.count | 11 |
## cell usage after synthesis (2+ instances only)
cell / number / area, sq um
or3_2: 3 / 22.5
inv_1: 6 / 22.5
nand2_1: 4 / 15.0
nor3_1: 8 / 40.0
o31ai_2: 2 / 25.0
or3_1: 2 / 12.5
nand3_1: 8 / 40.0
xor2_1: 2 / 17.5
nand3_2: 2 / 20.0
nor2b_1: 2 / 12.5
buf_6: 4 / 45.0
or2_2: 2 / 12.5
o21ai_0: 5 / 25.0
a21oi_1: 6 / 30.0
nor4_1: 4 / 25.0
xnor2_1: 7 / 61.3
dfxtp_1: 18 / 360
nor2_1: 15 / 56.3
nand4b_1: 2 / 17.5
nand4_1: 2 / 12.5
buf_4: 3 / 22.5
## per-stage QoR
| stage | power, uW | utilization, % | area, sq um |
|---|---|---|---|
| 2_1_floorplan | 197 | - | 1100 |
| 5_1_grt | 359 | 20.8 | 1230 |
| 4_1_cts | 352 | 20.8 | 1230 |
| 3_3_place_gp | 201 | 19.9 | 1180 |
| 6_report | 348 | 20.8 | 1230 |
| 3_5_place_dp | 201 | 19.9 | 1180 |
## power breakdown
group / switching [uW] / total, uW / leakage, uW / internal, uW
combinational: 7.81 / 13.4 / 0.000196 / 5.63
clock: 63.9 / 151 / 0.0000288 / 87.5
sequential: 1.83 / 183 / 0.000146 / 181
## layout make-up
class                           count  area [sq um]  share of cell area [%]
Multi-Input combinational cell     98           651                    52.8
Sequential cell                    18           360                    29.2
Tap cell                           75          93.8                    7.61
Clock buffer                        4          55.1                    4.47
Timing Repair Buffer                5          50.0                    4.06
Inverter                            6          22.5                    1.83
## worst min-delay path by stage
stage,from,end,depth (start not counted)
4_1_cts,a1.count[0]$_SDFF_PP1_,a1.count[0]$_SDFF_PP1_,1
5_1_grt,a1.count[0]$_SDFF_PP1_,a1.count[0]$_SDFF_PP1_,1
6_report,a1.count[0]$_SDFF_PP1_,a1.count[0]$_SDFF_PP1_,1
## cell families (layout without fill, tap and decap cells)
family / count (synthesis) / in the layout
buf+inv: 14 / 15
xor+xnor: 9 / 9
simple gates: 62 / 62
fa+ha+maj: 1 / 1
compound gates: 26 / 26
flops: 18 / 18
## cell usage in the layout (no fill, tap or decap), types with 2 or more instances in the layout
cell             synthesis  final
nand3_1                  8      8
nand4b_1                 2      2
or3_2                    3      3
a21oi_1                  6      6
or3_1                    2      2
nor3_1                   8      8
nand3_2                  2      2
nor4_1                   4      4
inv_1                    6      6
nor2_1                  15     15
xor2_1                   2      2
o21ai_0                  5      5
xnor2_1                  7      7
o31ai_2                  2      2
dfxtp_1                 18     18
clkbuf_8                 0      4
nand4_1                  2      2
clkdlybuf4s50_1          0      5
nor2b_1                  2      2
nand2_1                  4      4
or2_2                    2      2
## routing by layer
| metal | up-vias | global-route usage (%) | wire length [microns] |
|---|---|---|---|
| met5 | - | 0 | 0 |
| met4 | 0 | 1.01 | 44 |
| met3 | 4 | 0.142 | 31 |
| met2 | 15 | 6.70 | 997 |
| met1 | 422 | 6.61 | 1130 |
| li1 | 473 | - | - |
Power and IR drop assume default switching activity.
